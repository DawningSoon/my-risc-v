$ cat ./config.mk
export PLATFORM = sky130hd
export DESIGN_NAME = ld
export DESIGN_NICKNAME = ld
export VERILOG_FILES = /design/flow/design.v
export SDC_FILE = /design/flow/constraint.sdc
export NUM_CORES = 4
export LEC_CHECK = 1
export CORE_AREA = 10 10 172 172
export DIE_AREA = 0 0 182 182
$ cat ./constraint.sdc
current_design ld

set clk_period 4.4
set clk_io_pct 0.2

create_clock -name clk0 -period $clk_period [get_ports {clk}]

set non_clock_inputs [all_inputs -no_clocks]
set_input_delay [expr $clk_period * $clk_io_pct] -clock clk0 $non_clock_inputs
set_output_delay [expr $clk_period * $clk_io_pct] -clock clk0 [all_outputs]
$ cat ./design.v
module dff_set #(
	parameter DW  = 6'd32
)
(
	input wire clk,
	input wire rst,
	input wire [DW-1:0]  set_data, 
	input wire [DW-1:0]  data_i,
	input wire          jump_en_i,
    input wire          hold_flag_i, 
	output reg [DW-1:0]  data_o	
);
	always @(posedge clk)begin
		if(rst || jump_en_i)
			data_o <= set_data;
		else begin
			if(hold_flag_i)
				data_o <= data_o;
			else
				data_o <= data_i;
		end	
	end
endmodule
module ld (
    input               clk,
    input               rst,
    input wire [31:0]   ins_i,
    input wire [31:0]   ins_addr_i,
    input wire [31:0]   rs1_data_i,
    input wire [31:0]   rs2_data_i,
    input wire          jump_en_i,
    input wire          hold_flag_i,
    output wire [31:0]   ins_o,
    output wire [31:0]   ins_addr_o,
    output wire [31:0]   rs1_data_o,
    output wire [31:0]   rs2_data_o
);
dff_set 
#(.DW(6'd32))
ins(
    .clk      (clk      ),
    .rst      (rst      ),
    .set_data (32'h00000013 ),
    .data_i   (ins_i   ),
    .jump_en_i(jump_en_i),
    .hold_flag_i(hold_flag_i),
    .data_o   (ins_o   )
);
dff_set 
#(.DW(6'd32))
ins_addr(
    .clk      (clk      ),
    .rst      (rst      ),
    .set_data (32'b0 ),
    .data_i   (ins_addr_i   ),
    .jump_en_i(jump_en_i),
    .hold_flag_i(hold_flag_i),
    .data_o   (ins_addr_o   )
);
dff_set 
#(.DW(6'd32))
rs1_data(
    .clk      (clk      ),
    .rst      (rst      ),
    .set_data (32'b0 ),
    .data_i   (rs1_data_i   ),
    .jump_en_i(jump_en_i),
    .hold_flag_i(hold_flag_i),
    .data_o   (rs1_data_o   )
);
dff_set 
#(.DW(6'd32))
rs2_data(
    .clk      (clk      ),
    .rst      (rst      ),
    .set_data (32'b0 ),
    .data_i   (rs2_data_i   ),
    .jump_en_i(jump_en_i),
    .hold_flag_i(hold_flag_i),
    .data_o   (rs2_data_o   )
);
endmodule
$ cat ./run.sh
#!/bin/bash
# OpenROAD 26Q1-2900-gdf79404cd8, Yosys 0.63+post, stock flow scripts
make -C /OpenROAD-flow-scripts/flow DESIGN_CONFIG=/design/flow/config.mk WORK_HOME=/design/flow/orfs finish
==> impl_metrics.json <==
{
  "pwr-share-clk_pct": 48.6,
  "vias_per_cell": 3.68,
  "fin_util_pct": 30.9,
  "cts_buffers": 17,
  "synthTopCellsByArea": "dfxtp_1 56%, mux2i_1 28%, nor2_1 10%",
  "cts_tree": "built",
  "post-route-period-util_pct": 49.0,
  "drv_cap": 0,
  "yosys_warnings": 1,
  "rsz0062_at_grt": "no",
  "clockBufferDepth": 2,
  "rows": 59,
  "power_switching_uw": 667,
  "yosysCellCount": 414,
  "p_seq_share_pct": 40.6,
  "maxSlewHeadroom_pct": 55.1,
  "worst_ir_drop_vdd_mv": 0.195,
  "synth_top_area_share_pct": 56.1,
  "antenna_found_initial": 0,
  "crit_fanout": 69,
  "drt_iter0_markers": 125,
  "gp_congestion": 0.757,
  "critPathArrivalTime_ps": 2450,
  "drive_gt1_share_pct": 5.15,
  "io_buffers": 259,
  "synth_top_cell_by_area": "dfxtp_1",
  "setup_tns_ps": 0,
  "critPathRequiredTime_ps": 4690,
  "yosys_area_sq_mm": 0.00457,
  "switching_share_pct": 22.2,
  "core_sq_mm": 0.0259,
  "insertion_delay_ps": 410,
  "synth-seq-cells": 128,
  "top_cells_by_count": "128 x dfxtp_1, 128 x mux2i_1, 126 x nor2_1, 11 x buf_4, 6 x buf_2",
  "cts-root-buf": "clkbuf_16",
  "enable_flop_cells": 0,
  "start_kind": "input pin",
  "setup_violations": 0,
  "worst_pin_slew_ps": 673,
  "tool_warnings": 25,
  "grtUsageTotal_pct": 8.58,
  "cp-end-kind": "flop",
  "cts.clk_slew.worst_paths_ps": 60,
  "grt_pass1_vias": 3864,
  "antenna_cells": 0,
  "ys_types": 11,
  "drc_errors": 0,
  "period_minus_slack_ps": 2160,
  "drt-total-wl_mm": 14.8,
  "avgSynthCellArea_sq_um": 11.0,
  "ant_nets": 0,
  "cts_hold_buf": 0,
  "drv_slew": 0,
  "cts.repair.resized": 0,
  "area_growth_pct": 75.2,
  "p_leak_nw": 3.24,
  "grt_pass1_wl_mm": 22.6,
  "dr_total_vias": 3736,
  "dieArea_sq_mm": 0.0331,
  "wl_per_cell_um": 14.6,
  "power-per-cell-area_mw_per_mm2": 375,
  "comb_power_share_pct": 10.8,
  "grt.overflow.total": 0,
  "synth_area_sq_mm": 0.00457,
  "fp_util_pct": 17.6,
  "drt_first_pass_iters": 4,
  "criticalPathCategory": "in -> reg",
  "fmax_ghz": 0.463,
  "hold_path.class": "reg -> reg",
  "flop_cell": "dfxtp_1",
  "die_w_um": 182,
  "pin_count": 260,
  "synth_seq_share_pct": 56.1,
  "cts-htree-levels": 4,
  "final_hold_viol_count": 0,
  "dp_hpwl_mm": 11.0,
  "status": "finished, final reports clean",
  "fin_skew_ps": 0,
  "grt_max_degree": 70,
  "die_y_um": 182,
  "synthArstFlopShare_pct": 0,
  "intPower_mw": 2.33,
  "clock_sinks": 128,
  "postCtsSetupBuffers": 0,
  "synthCells": 414
}
## sequential cells by signal, summed over array words and instances, names as in the netlist
signal / cells
ins.data_o: 32
ins_addr.data_o: 32
rs1_data.data_o: 32
rs2_data.data_o: 32
## layout by cell type (no fill, tap or decap)
cell type        instances
buf_4                    1
nand2_1                  3
buf_6                    1
clkinvlp_4               3
or2_4                    1
clkbuf_8                 1
bufinv_16                3
clkinv_4                 1
inv_6                    3
dfxtp_1                128
buf_12                   2
nor2_1                 126
clkbuf_1                 2
clkinv_2                 2
clkdlybuf4s50_1        258
mux2i_1                128
clkbuf_16               17
## power by group through the flow
| stage | registers (mW) | logic, mW | clock network [mW] |
|---|---|---|---|
| CTS | 1.22 | 0.333 | 1.52 |
| global route | 1.22 | 0.354 | 1.57 |
| finish | 1.22 | 0.325 | 1.46 |
## worst max-delay path, cell delays in order
cell and delay [ps]:
clkdlybuf4s50_1 480, or2_4 560, buf_12 350, nor2_1 90
## stage by stage
| step | area [sq um] | hold slack [ps] | setup slack, ps | power [mW] | std cells |
|---|---|---|---|---|---|
| final | 8000 | 482 | 2240 | 3.00 | 1015 |
| after global routing | 8000 | 505 | 2140 | 3.14 | 1015 |
| after CTS | 8000 | 478 | 2200 | 3.07 | 1015 |
| after detailed placement | 7400 | 462 | 1800 | 1.57 | 983 |
| after global placement | 7400 | 459 | 1790 | 1.57 | 983 |
| after floorplan | 4570 | 420 | 2770 | 1.36 | 414 |
## kinds of logic after synthesis
| kind of cell | after synthesis | share of synthesized area (%) |
|---|---|---|
| multiplexers | 128 | 28.0 |
| AND/OR/NAND/NOR | 130 | 10.7 |
| flip-flops | 128 | 56.1 |
| buffers and inverters | 28 | 5.12 |
## path summary, 6_finish.rpt
kind | to | slack [ps] | cells after the start | from
hold reg to reg | ins.data_o[4] | 480 | 2 | ins.data_o[4]
setup / recovery | ins_addr.data_o[2] | 2240 | 4 | jump_en_i
hold / removal | ins.data_o[4] | 480 | 2 | ins.data_o[4]
setup reg to reg | ins_addr.data_o[8] | 3750 | 2 | ins_addr.data_o[8]
## area by class of cell
| type | instances | area (sq um) |
|---|---|---|
| sequential | 128 | 2560 |
| tap | 335 | 419 |
| fill | 2621 | 17900 |
| clock buffer | 20 | 447 |
| timing repair buffer | 262 | 2640 |
| multi-input combinational | 258 | 1770 |
| clock inverter | 12 | 158 |
## routing by layer
metal  wire (um)  global-route usage (%)  vias to the layer above
met2        6460                    13.0                      179
met4         187                    1.04                        0
li1            -                       -                     1878
met5           0                       0                        -
met1        6200                    10.6                     1669
met3        2000                    5.13                       10
Power is estimated from default activity; no workload was simulated.
