[design/flow/config.mk]
export PLATFORM = sky130hd
export DESIGN_NAME = ins_fetch
export DESIGN_NICKNAME = ins_fetch
export VERILOG_FILES = /design/flow/design.v
export SDC_FILE = /design/flow/constraint.sdc
export NUM_CORES = 4
export LEC_CHECK = 1
export CORE_UTILIZATION = 30
[design/flow/constraint.sdc]
current_design ins_fetch

set clk_period 9.8
set clk_io_pct 0.2

create_clock -name clk0 -period $clk_period [get_ports {clk}]

set non_clock_inputs [all_inputs -no_clocks]
set_input_delay [expr $clk_period * $clk_io_pct] -clock clk0 $non_clock_inputs
set_output_delay [expr $clk_period * $clk_io_pct] -clock clk0 [all_outputs]
[design/flow/design.v]
module dff_set #(
	parameter DW  = 6'd32
)
(
	input wire clk,
	input wire rst,
	input wire [DW-1:0]  set_data, 
	input wire [DW-1:0]  data_i,
	input wire          jump_en_i,
    input wire          hold_flag_i, 
	output reg [DW-1:0]  data_o	
);
	always @(posedge clk)begin
		if(rst || jump_en_i)
			data_o <= set_data;
		else begin
			if(hold_flag_i)
				data_o <= data_o;
			else
				data_o <= data_i;
		end	
	end
endmodule
module ins_fetch(
	input wire 		clk,
	input wire  	rst,	
	input  wire[31:0] pc_addr_i,
	input  wire[31:0] rom_inst_i,
	input wire          jump_en_i,
    input wire          hold_flag_i,
	input wire  		jump_addr_i,
	output wire[31:0] inst_addr_o, 
	output wire[31:0] inst_o
	);
	wire [31:0] inst_addr_temp;
	reg [31:0] rom_inst_reg;
	reg [31:0] rom_inst_reg2;
	reg [31:0] rom_inst_reg3;
	reg [3:0] 	hold_state;
	reg 	   hold_flag_reg;
	reg 	   hold_flag_reg2;
	reg  	   jump_en_reg;
		dff_set 
	#(.DW(6'd32))
	addr_1(
		.clk      (clk      ),
		.rst      (rst      ),
		.set_data (32'b0 ),
		.data_i   (pc_addr_i   ),
		.jump_en_i(jump_en_i),
		.hold_flag_i(hold_flag_i),
		.data_o   (inst_addr_temp   )
	);
		dff_set 
	#(.DW(6'd32))
	addr_2(
		.clk      (clk      ),
		.rst      (rst      ),
		.set_data (32'b0 ),
		.data_i   (inst_addr_temp   ),
		.jump_en_i(jump_en_i),
		.hold_flag_i(hold_flag_i),
		.data_o   (inst_addr_o   )
	);
	always @(posedge clk or  posedge rst) begin
		if (rst) begin
			hold_flag_reg <= 1'b0;
			rom_inst_reg <= 32'b0;
			rom_inst_reg2 <= 32'b0;
			rom_inst_reg3 <= 32'b0;
			jump_en_reg <= 1'b0;
			hold_flag_reg2 <= 1'b0;
		end
		else begin
			hold_flag_reg <= hold_flag_i;
			hold_flag_reg2 <= hold_flag_reg;
			rom_inst_reg <= rom_inst_i;
			rom_inst_reg2 <= rom_inst_reg;
			rom_inst_reg3 <= rom_inst_reg2;
			jump_en_reg <= jump_en_i;
		end
	end
	wire [31:0] ins_dff_o;
	dff_set 
	#(.DW(6'd32))
	ins(
		.clk      (clk      ),
		.rst      (rst      ),
		.set_data (32'h00000013 ),
		.data_i   (rom_inst_i   ),
		.jump_en_i(jump_en_i),
		.hold_flag_i(hold_flag_i),
		.data_o   (ins_dff_o   )
	);
	always @(posedge clk or posedge rst) begin
		if (rst) begin
			hold_state[3:1] <= 3'b0;
		end
		else begin
			hold_state[1] <= hold_state[0];
			hold_state[2] <= hold_state[1];
			hold_state[3] <= hold_state[2];
		end
	end
	always @(*) begin
		hold_state[0] = hold_flag_i;
	end
	assign inst_o = (hold_state == 4'b0000)? ins_dff_o:
					(hold_state == 4'b0001)? ins_dff_o:
					(hold_state == 4'b0100)? rom_inst_reg2:
					(hold_state == 4'b0101)? rom_inst_reg2:
					(hold_state == 4'b1010)? rom_inst_reg3:
					ins_dff_o;
endmodule
[design/flow/run.sh]
#!/bin/bash
# OpenROAD 26Q1-2900-gdf79404cd8, Yosys 0.63+post, stock flow scripts
make -C /OpenROAD-flow-scripts/flow DESIGN_CONFIG=/design/flow/config.mk WORK_HOME=/design/flow/orfs finish
==> out/results.txt <==
final WL: 13.1 mm
clock skew: 0.00708 ns
largest net degree at the start of global routing: 55
switching part of the total: 22.8%
Max-Slew Margin vs Limit: 50.5%
vias in the first global route: 4125
Fin. Hold Viols: 0
Slowest cell on crit path: and2_4
PortBufs: 131
Placer Congestion: 0.738
worst path cell trace: buf_6 > nand4bb_2 > and2_4 > a21oi_1 > clkdlybuf4s50_1
DR DRC count: 0
Cell Type Count: 18
Detailed Routing Iterations Pass 1: 4
clk sinks: 195
top cells by area: dfrtp_1 38%, dfxtp_1 29%, mux2i_1 15%
antenna cells: 0
FP Rows: 53
worst slew pin tran: 0.742 ns
clk ins delay skew pair: 0.42 ns
Routed Antenna Nets: 0
Vias/cell: 4.34
GR Util met3: 5.06%
Seq pwr share: 51.7%
layout cell share with drive strength beyond 1: 10.8%
RSZ-0062 raised after global routing: no
synthesized area: 6550 sq um
fin crit period: 5.94 ns
GRT busiest layer: met2
syn avg cell area: 12.6 sq um
ys cells: 522
Detailed Route Iter0 Violations: 110
CTS tree: built
number of enable flip-flop cells: 0
kind of critical path: primary input to output pin
Comb pwr share: 7.7%
Critical Path Source Type: primary input
M2 GR Usage: 18.3%
die y size: 150 um
CTS buffer count: 17
critical path arrival: 3.98 ns
clock share of power: 40.6%
count leader, synth: dfrtp_1
core area: 21200 sq um
YS chip area: 6550 sq um
cell-internal power: 0.00125 W
cts hold-fix bufs: 0
worst setup margin: 3.86 ns
post-synth top area share: 37.8%
worst-path fanout max: 53
top cells by count: 99 x dfrtp_1, 96 x dfxtp_1, 96 x mux2i_1
WP data required: 7.84 ns
Setup Fix Bufs, Post-CTS: 0
CTS root buffer: clkbuf_16
Commonest flop: dfrtp_1
first-pass GRT wire length: 21.2 mm
initial antenna violation count: 0
crit share post-route: 60.6%
post-synthesis cell count: 522
fraction of registers with async set/reset: 50.8%
Yosys Warn Count: 2
Seq share, synth: 67.1%
status: finished, final reports clean
Layout area overhead: 31.5%
post-cts resize count: 0
vias post-DR: 4042
Yosys reg bits: 195
CP max stage delay: 0.57 ns
chip area: 22400 sq um
Final Max Slew Viols: 0
io pins: 133
Post-Place Setup Slack: 3.82 ns
Clk pin slew, worst setup/hold paths: 0.07 ns
max cap viols: 0
HPWL Detailed: 7.96 mm
HP Class: flop to flop
Worst setup EP type: output pin
FP Core Util: 30.9%
Max VDD drop: 94.7 uV
GR Overflow Total: 0
Yosys top cell by area: dfrtp_1
die x size: 150 um
grt met1 use: 18.0%
H-tree Lvls: 4
Tool Warnings: 26
clk buf depth: 2
Total Routing Usage GR: 12.3%
Psw: 0.000371 W
Finish-stage setup viols: 0
Pwr Density: 189 nW/um^2
post-DR wirelength/cell: 14.1 um
setup TNS: 0 ns
Achievable Freq: 168 MHz
leak pwr: 3.58 nW
[metal layers]
layer,wire length [um],vias up
li1,-,1976
met1,6210,1960
met2,5640,100
met3,1170,6
met4,106,0
met5,0,-
[worst max-delay path: cells and delay by family]
family	cells	cell delay (ns)
buffers and inverters	2	0.99
and+or+nand+nor	2	0.82
AOI/OAI and AO/OA	1	0.14
[cells by family (layout without fill, tap and decap cells)]
group,after synthesis,after routing,share of synthesized area (%)
buffers and inverters,66,201,4.89
AOI/OAI and AO/OA,64,64,7.22
and+or+nand+nor,101,101,6.09
muxes,96,96,14.7
DFF,195,195,67.1
[cell type report]
| cell class | instances | area [sq um] |
|---|---|---|
| clock buffer | 18 | 429 |
| clock inverter | 14 | 128 |
| fill | 1928 | 12600 |
| inverter | 33 | 126 |
| multi-input combinational | 261 | 1840 |
| sequential | 195 | 4400 |
| tap | 275 | 344 |
| timing repair buffer | 136 | 1350 |
[final timing paths]
kind / to / depth (start not counted) / slack [ns] / from
hold / removal: rom_inst_reg2[8] / 0 / 0.34 / rom_inst_reg[8]
setup reg to reg: addr_2.data_o[10] / 2 / 9.11 / addr_2.data_o[10]
max in group asynchronous: hold_state[1] / 3 / 6.67 / rst
hold reg to reg: rom_inst_reg2[8] / 0 / 0.34 / rom_inst_reg[8]
setup / recovery: inst_o[0] / 5 / 3.86 / hold_flag_i
min in group asynchronous: rom_inst_reg2[8] / 2 / 2.01 / rst
[power groups by stage]
stage	sequential, W	clock, W	combinational [W]
CTS	0.000840	0.000687	0.000128
global route	0.000844	0.000721	0.000138
finish	0.000840	0.000660	0.000125
[stage by stage]
step           power (W)  utilization, %  cell area (sq um)  hold WS (ns)  instances
6_report         0.00162            40.6               8620         0.341        932
5_1_grt          0.00170            40.6               8620         0.349        932
4_1_cts          0.00166            40.6               8620         0.345        932
3_5_place_dp    0.000985            38.0               8060         0.335        900
3_3_place_gp    0.000982            38.0               8060         0.331        900
2_1_floorplan   0.000919               -               6550         0.331        522
[cells in the final DEF (no fill, tap or decap)]
cell and instances:
a21oi_1 2, a21oi_2 30, and2_4 1, buf_4 5
buf_6 1, bufinv_16 1, clkbuf_1 1, clkbuf_16 17
clkdlybuf4s50_1 130, clkinv_2 5, clkinv_4 1, clkinvlp_4 2
dfrtp_1 99, dfxtp_1 96, inv_1 32, inv_4 1
inv_6 3, inv_8 2, mux2i_1 96, nand2_1 3
nand4bb_2 1, nor2_1 94, o22ai_1 32, or2_4 1
or3b_1 1
Power figures rest on the tool's default switching activity, not on a simulated workload.
